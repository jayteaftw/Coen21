==> ./config.mk <==
export PLATFORM = sky130hd
export DESIGN_NAME = pb_clock
export DESIGN_NICKNAME = pb_clock
export VERILOG_FILES = /design/flow/design.v
export SDC_FILE = /design/flow/constraint.sdc
export NUM_CORES = 4
export LEC_CHECK = 1
export CORE_AREA = 10 10 111 111
export DIE_AREA = 0 0 121 121
==> ./constraint.sdc <==
current_design pb_clock

set clk_period 3.3
set clk_io_pct 0.2

create_clock -name clk0 -period $clk_period [get_ports {CLOCK_50}]

set non_clock_inputs [all_inputs -no_clocks]
set_input_delay [expr $clk_period * $clk_io_pct] -clock clk0 $non_clock_inputs
set_output_delay [expr $clk_period * $clk_io_pct] -clock clk0 [all_outputs]
==> ./design.v <==
module pb_clock(pulsen,
				CLOCK_50,
				MCLK);
	input pulsen;
	input CLOCK_50;
	output reg MCLK = 1'b0;
	reg outen_flag = 1'b0;
	reg cnt_flag = 1'b0;
	reg [23:0] counter = 1'd0;  
	always@(posedge CLOCK_50)
		if(pulsen & !cnt_flag)  
		begin
			MCLK <= 1'b1;
			outen_flag <= 1'b1;
			cnt_flag <= 1'b1;
			counter <= 0;
		end
		else if(outen_flag)  
		begin
			MCLK <= 1'b0;
			outen_flag <= 1'b0;
		end
		else if(cnt_flag)  
		begin
			counter = counter + 1;
			if(counter == 0)  
			begin
				cnt_flag <= 0;
			end
		end
endmodule
==> ./run.sh <==
#!/bin/bash
# OpenROAD 26Q1-2900-gdf79404cd8, Yosys 0.63+post, stock flow scripts
make -C /OpenROAD-flow-scripts/flow DESIGN_CONFIG=/design/flow/config.mk WORK_HOME=/design/flow/orfs finish
==> run_results.csv <==
group,metric,value,unit
grt,grt_pass1_wl,4.968,mm
yosys,top_cells_by_area,"dfxtp_1, xnor2_1, xor2_1",
floorplanning,die-area,0.01464,mm²
yosys,synthFlopType,"dfxtp_1",
power_and_ir_drop,combPwrFrac,25.5,%
routing,antenna-diode-count,0,
status,status,"complete, no violations",
power_and_ir_drop,finalPower,0.0009439,W
final_timing,final-max-slew-violation-count,0,
power_and_ir_drop,p_int,0.0006148,W
yosys,yosys_warnings,1,
routing,routed_via_density,3.978,
clock_tree,cts_tree,"built",
final_timing,clock_skew,0.006842,ns
setup_path,crit_buf_inv,0,
grt,globalRouteTotalUtil,3.929,%
setup_path,cp-start-kind,"flip-flop",
cells_and_area,finish.utilization,17.35,%
yosys,synth.cell_area,0.001504,mm²
setup_path,critPathMaxFanout,6,
setup_path,regToRegSetupSlack,0.86,ns
yosys,edf_count,0,
yosys,syn_avg_cell_area,7.915,µm²
yosys,ys_seq_share,35.94,%
yosys,syn_inst,190,
final_timing,fin_crit,2.441,ns
clock_tree,ctsLongestPathBuffers,2,
clock_tree,cts_hold_buf,0,
placement,place_worst_setup_slack,0.8787,ns
grt,grt_start_max_net_pins,15,
grt,grt_overflow_total,0,
grt,antenna_found_initial,0,
run,cap_violations,0,
clock_tree,post_cts_buffers,0,
cells_and_area,area_growth,13.81,%
floorplanning,core,0.009864,mm²
setup_path,crit_family,"simple AND/OR/NAND/NOR gates",
setup_path,cp_common_cell,"nor4_1",
final_timing,postLayoutSetupSlackWorst,0.8593,ns
clock_tree,cts_sinks,27,
yosys,yosysCellCount,190,
cells_and_area,layout-drive-gt1-share,3.723,%
final_timing,hold_viol,0,
power_and_ir_drop,switching_share,34.87,%
clock_tree,clock_latency,0.27,ns
yosys,synth-seq-cells,27,
power_and_ir_drop,irDropWorstVdd,0.2108,mV
setup_path,end_kind,"flip-flop",
clock_tree,cts-resized-gates,0,
final_timing,setup-tns-final,0,ns
yosys,top_area_share,35.94,%
clock_tree,clk_pin_slew,0.09,ns
routing,post_drt_wl_per_cell,9.137,µm
floorplanning,fp_util,15.25,%
placement,dp_hpwl,2.149,mm
setup_path,max_stage_delay,0.68,ns
final_timing,slew_headroom,52.82,%
final_timing,setup_viol,0,
placement,gp_congestion,0.8975,
power_and_ir_drop,p_sw,0.0003291,W
clock_tree,root_buffer,"clkbuf_8",
floorplanning,die_width,121,µm
yosys,largest_area_cell,"dfxtp_1",
routing,drc,0,
power_and_ir_drop,seqPwrFrac,54.7,%
setup_path,required,3.45,ns
placement,portBuffers,2,
clock_tree,cts_max_level,1,
final_timing,rsz0062_at_grt,"no",
clock_tree,cts_buffers,3,
floorplanning,ios,3,
routing,wl,2.933,mm
yosys,synthArstFlopShare,0,%
routing,dr_total_vias,1277,
setup_path,cp_slowest_cell,"nor4_1",
cells_and_area,fillCellCount,1084,
routing,ant_nets,0,
final_timing,post-route-period-util,73.96,%
setup_path,worstPathArrival,2.59,ns
yosys,ys_types,34,
setup_path,crit_type,"reg -> reg",
final_timing,fmax,409.7,MHz
min_path,hp-class,"reg -> reg",
yosys,yosys_area,0.001504,mm²
power_and_ir_drop,cellPowerDensity,551.5,mW/mm²
cells_and_area,final_cell_mix,"dfxtp_1, nor2_1, xnor2_1, nand2_1, xor2_1",
grt,grt_pass1_vias,1059,
final_timing,worst_pin_slew,0.7013,ns
floorplanning,num_rows,36,
power_and_ir_drop,pwr-share-clk,19.8,%
floorplanning,die_h,121,µm
routing,dr.pass1.iters,4,
power_and_ir_drop,power_leakage,0.5715,nW
run,warnings,26,
routing,dr.first_iter.drc_count,72,
setup_path,worstPathCellList,"ha_1 -> nand3_1 -> nor4_1 -> nand4_1 -> xnor2_1 -> nor4_1 -> a31oi_1",
-- sequential cells by signal, indices dropped and copies added, names as in the netlist --
| name | cells |
|---|---|
| cnt_flag | 1 |
| outen_flag | 1 |
| counter | 24 |
| MCLK | 1 |
-- worst paths after layout --
kind	from	endpoint	cells after the start
worst max register to register	counter[0]	cnt_flag	7
worst min-delay path	MCLK	MCLK	1
worst max-delay path	counter[0]	cnt_flag	7
worst min register to register	MCLK	MCLK	1
-- layout make-up --
cell class	instances	area, µm²	area share [%]
multi-input cells	149	909.6	53.14
flip-flops and latches	27	540.5	31.58
well taps	133	166.4	9.722
clock buffers	4	45.04	2.632
repair buffers	4	35.03	2.047
inverters	4	15.01	0.8772
-- cell usage after synthesis (all sizes together), types with 2 or more instances --
cell type / n
a211oi: 2
a21oi: 8
a31oi: 5
and3: 5
clkbuf: 10
dfxtp: 27
ha: 2
inv: 4
nand2: 14
nand3: 8
nand4: 8
nor2: 27
nor2b: 2
nor3: 5
nor4: 2
o21ai: 9
or3: 11
or4: 3
xnor2: 14
xor2: 13
-- cells by family after synthesis --
logic type               count (synthesis)  synth area share [%]
AND/OR/NAND/NOR                         89                 30.45
AND-OR/OR-AND                           30                 11.98
adder cells (fa/ha/maj)                  2                 1.664
multiplexers                             1                0.6656
buffers and inverters                   14                 3.577
flip-flops                              27                 35.94
XOR/XNOR                                27                 15.72
-- through the flow --
step | cells | area (µm²) | hold WS, ns
after floorplan | 190 | 1504 | 0.4035
after global placement | 317 | 1667 | 0.4319
after detailed placement | 317 | 1667 | 0.4473
after CTS | 321 | 1712 | 0.4688
after global routing | 321 | 1712 | 0.4943
final | 321 | 1712 | 0.4654
-- per-layer routing --
metal	GRT usage [%]	share of wire [%]
met5	0	0
met4	0.6033	2.3
met3	0.5668	5.4
met2	5.544	41
met1	6.214	51
-- power groups by stage --
| stage | registers, W | clock network, W | logic (W) |
|---|---|---|---|
| 4_1_cts | 0.000515 | 0.000194 | 0.000243 |
| 5_1_grt | 0.000532 | 0.000208 | 0.000274 |
| 6_report | 0.000516 | 0.000187 | 0.000240 |
Power is estimated from default activity; no workload was simulated.
