===== flow/design.v =====
module myAdder2(A1, A0, B1, B0, C1, C2, S1, S0);
    input A1, A0, B1, B0, C1;
    output C2, S1, S0;
    wire h; 
    myFullAdder one(A0, B0, C1, h, S0);
    myFullAdder two(A1, B1, h, C2, S1);
endmodule
module myAdder4(X, Y, C0, C4, V, S);
    input [3:0] X, Y; 
	 input C0;
    output C4, V;
	 output [3:0] S;
    wire z, f, g, Xb, Yb; 
    myAdder2 one(X[1], X[0], Y[1], Y[0], C0, z, S[1], S[0]);
    myAdder2 two(X[3], X[2], Y[3], Y[2], z, C4, S[3], S[2]);
	 not(Xb, X[3]);
	 not(Yb, Y[3]);
	 and(f, Xb, Yb, S[3]);
	 and(g, X[3], Y[3], S[3]);
	 or(V, f,g);
endmodule
module myFullAdder(A, B, Cin, Cout, Sout);
    input A, B, Cin;
    output Sout, Cout;
    wire f, g, h;
    and(f, A, B);
    or(Cout, f, g);
    xor(h, A, B);
    and(g, h, Cin);
    xor(Sout, h, Cin);
endmodule
module mux4to1(B,S,D);
	input [3:0] B;
	input [1:0] S;
	output reg [3:0] D;
	always @ (*)
		case(S)
			0: D = B;
			1: D = ~B;
			2: D = 4'b0000;
			3: D = 4'b1111;
			endcase
	endmodule
module myALU4( P, A, B, C0, R, C4, V, Z);
	 	 input C0;
	 	 input [3:0] A, B, P;
	 	 output [3:0] R;
	 	 output V, Z, C4;
	 	 wire [3:0] Y;
	 	mux4to1 oneMux4to1(B[3:0], P[2:1],Y[3:0]);
		myAdder4 oneMyAdder4(A[3:0], Y[3:0], C0, C4, V, R[3:0]);
		nor(Z, R[3], R[2], R[1], R[0]);
endmodule

===== flow/run.sh =====
#!/bin/bash
# OpenROAD 26Q1-2900-gdf79404cd8, Yosys 0.63+post, stock flow scripts
make -C /OpenROAD-flow-scripts/flow DESIGN_CONFIG=/design/flow/config.mk WORK_HOME=/design/flow/orfs finish

===== flow/config.mk =====
export PLATFORM = sky130hd
export DESIGN_NAME = myALU4
export DESIGN_NICKNAME = myALU4
export VERILOG_FILES = /design/flow/design.v
export SDC_FILE = /design/flow/constraint.sdc
export NUM_CORES = 4
export LEC_CHECK = 1
export CORE_AREA = 10 10 70 70
export DIE_AREA = 0 0 80 80

===== flow/constraint.sdc =====
current_design myALU4

set clk_period 3.8
set clk_io_pct 0.2

create_clock -name clk0 -period $clk_period

set non_clock_inputs [all_inputs -no_clocks]
set_input_delay [expr $clk_period * $clk_io_pct] -clock clk0 $non_clock_inputs
set_output_delay [expr $clk_period * $clk_io_pct] -clock clk0 [all_outputs]

==> ci_impl_report.md <==
## PnR job results

| Metric | Value |
|---|---|
| GRT Overall Usage | `2.23%` |
| Minimum clock period after layout | `3.77 ns` |
| Sequential share of the synthesized area | `0%` |
| Most area-consuming cells after synthesis | `sky130_fd_sc_hd__fa_1, sky130_fd_sc_hd__xnor2_1, sky130_fd_sc_hd__inv_1` |
| Count of distinct cell types in the synthesized netlist | `11` |
| Number of cells produced by synthesis | `31` |
| Overflow left after global routing | `0` |
| RSZ-0062 raised after global routing | `yes` |
| Final setup violating endpoints | `0` |
| Met3 global-route usage | `1.36%` |
| Yosys synthesis warning count | `1` |
| Top cell excl fill/tap | `sky130_fd_sc_hd__clkdlybuf4s50_1` |
| Buf/Inv on CP | `4` |
| FP Rows | `21` |
| Final weighted congestion of routability-driven global placement | `0.806` |
| Number of clock buffer instances in the layout | `0` |
| Pin count of the biggest net entering global routing | `5` |
| Highest cell delay on the worst timing path | `0.41 ns` |
| Log Warnings | `38` |
| Area share of the largest cell type after synthesis | `29.5%` |
| Yosys Chip Area | `272 um2` |
| Average cell area after synthesis | `8.76 um2` |
| Number of DRC markers after the initial detailed-route iteration | `3` |
| Count of vias placed by the detailed router | `225` |
| Crit end category | `primary output` |
| Antenna-violating nets left | `0` |
| Number of I/O port buffers | `18` |
| Post-CTS Hold Fix Bufs | `0` |
| Estimated wirelength of the detail-placed design | `689 um` |
| Die footprint | `0.00640 mm2` |
| Vertical die dimension | `80 um` |
| Vias per Instance | `2.39` |
| Critical Path Fanout Max | `2` |
| Cell total in the yosys stat output | `31` |
| M1 GR Usage | `2.54%` |
| Worst setup slack after placement | `-0.892 ns` |
| Synth-to-Final Area Change | `95.4%` |
| Hold Fails Final Rpt | `0` |
| Maximum clock rate | `265 MHz` |
| Drt pass-1 iters | `2` |
| Die Width | `80 um` |
| Leakage power | `0.000246 uW` |
| Sum of routed wire length over all layers | `726 um` |
| Average wire per cell in the routed design | `7.72 um` |
| Io pins | `20` |
| Most frequent cell on the critical path | `sky130_fd_sc_hd__fa_2` |
| Ratio of cells with drive above 1 in the final layout | `45.8%` |
| Max-slew headroom | `82.7%` |
| Number of remaining DRC errors | `0` |
| Max-cap viol count | `0` |
| FF+latch area | `0 um2` |
| Number of flip-flops and latches | `0` |
| TNS Setup | `0 ns` |
| Worst path cell trace | `buf_6, nor2b_4, xnor2_2, fa_2, fa_2, fa_2, inv_2, fa_1, buf_4, nor4_2, buf_2` |
| Core area | `0.00342 mm2` |
| Hold_sp | `P[1]` |
| Filler cells | `386` |
| Leading cell types in the layout, fill and taps excluded | `sky130_fd_sc_hd__clkdlybuf4s50_1, sky130_fd_sc_hd__inv_1, sky130_fd_sc_hd__buf_2, sky130_fd_sc_hd__buf_4, sky130_fd_sc_hd__fa_2` |
| Critical Path Start | `B[0]` |
| Number of gates on the worst path with buffers counted | `11` |
| Number of antenna violations at the first check in global routing | `0` |
| Via count of the first global-routing pass | `270` |
| Floorplan-stage core utilization | `7.95%` |
| Cycle use final | `99.3%` |
| Met2 routing resource usage after global routing | `3.69%` |
| Cell area after technology mapping | `272 um2` |
| Global-route wire length before repair | `1180 um` |
| Cell taking the most area after synthesis | `sky130_fd_sc_hd__fa_1` |
| Outcome | `complete, no violations` |
| CP Launch Type | `primary input` |
| Worst path required time | `3.04 ns` |
| CP Class | `in2out` |
| Data arrival time at the worst-slack endpoint | `3.01 ns` |
| Last element of the critical path | `Z` |
| Final Max Tran Viols | `0` |
| Worst-margin pin slew | `0.258 ns` |
| Classification of the worst-slack hold path | `in2out` |
| Largest delay share family, worst path | `adder cells` |
| Maximum vdd ir drop | `0.0000320 V` |
| Antenna fix cells | `0` |
| Max stage delay cell, worst path | `sky130_fd_sc_hd__fa_1` |
| Global routing's busiest layer | `met2` |
| Total power density per cell area | `159 mW/mm2` |
| Final WS setup | `0.0276 ns` |
-- worst min-delay path by stage --
stage,end,slack (ns),cells past startpoint
after CTS,V,2.34,6
after global routing,V,2.40,6
final,V,2.33,6
-- repair_timing --
action	4_1_cts	5_1_grt
resized	30	5
setup buffers	1	0
endpoints found under the hold margin	0	0
pin swaps	6	3
endpoints found under the setup margin	5	4
-- tightest hold or removal path, cell delays in order --
cell and delay (ns):
sky130_fd_sc_hd__clkdlybuf4s15_2 0.20, sky130_fd_sc_hd__buf_4 0.16, sky130_fd_sc_hd__xor2_2 0.12, sky130_fd_sc_hd__ha_1 0.14, sky130_fd_sc_hd__o21a_1 0.10, sky130_fd_sc_hd__buf_2 0.09
-- through the flow --
stage	instances	utilization (%)	instance area, um2	total power, uW	hold slack [ns]
after floorplan	31	-	272	41.3	1.63
after global placement	93	14.5	497	81.4	2.60
after detailed placement	93	14.5	497	82.3	2.60
after CTS	94	14.8	507	83.8	2.34
after global routing	94	15.5	531	96.0	2.40
final	94	15.5	531	84.4	2.33
-- area by class of cell --
| class | count | area [um2] | share of cell area [%] |
|---|---|---|---|
| Multi-Input combinational cell | 17 | 246 | 46.5 |
| Tap cell | 46 | 57.6 | 10.8 |
| Timing Repair Buffer | 22 | 193 | 36.3 |
| Inverter | 9 | 33.8 | 6.37 |
-- synth_stat cells, drive strengths merged --
| master | instances |
|---|---|
| buf | 5 |
| inv | 9 |
| o21a | 1 |
| ha | 2 |
| nor2b | 3 |
| xnor2 | 4 |
| nor4 | 1 |
| fa | 4 |
| nand2b | 1 |
| xor2 | 1 |
-- per-layer routing --
metal	up-vias	share of wire [%]
met1	97	42
met5	-	0
met3	0	19
li1	115	-
met4	0	0
met2	13	39
-- power breakdown --
part | switching, uW | internal [uW] | total (uW)
Clock | 0 | 0 | 0
Combinational | 29.4 | 55.0 | 84.4
Sequential | 0 | 0 | 0
-- cells by family (layout without fill, tap and decap cells) --
family	count (synthesis)	count (layout)	synth area share, %
AND/OR/NAND/NOR	5	5	14.3
XOR/XNOR	5	5	18.9
AND-OR/OR-AND	1	1	2.77
adder cells (fa/ha/maj)	6	6	38.7
buffers and inverters	14	31	25.3
Power is estimated from default activity; no workload was simulated.
