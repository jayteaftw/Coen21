`/design/flow/run.sh`:
```
#!/bin/bash
# OpenROAD 26Q1-2900-gdf79404cd8, Yosys 0.63+post, stock flow scripts
make -C /OpenROAD-flow-scripts/flow DESIGN_CONFIG=/design/flow/config.mk WORK_HOME=/design/flow/orfs finish
```
`/design/flow/config.mk`:
```
export PLATFORM = sky130hd
export DESIGN_NAME = clock_module
export DESIGN_NICKNAME = clock_module
export VERILOG_FILES = /design/flow/design.v
export SDC_FILE = /design/flow/constraint.sdc
export NUM_CORES = 4
export LEC_CHECK = 1
export CORE_UTILIZATION = 30
```
`/design/flow/constraint.sdc`:
```
current_design clock_module

set clk_period 2.5
set clk_io_pct 0.2

create_clock -name clk0 -period $clk_period [get_ports {CLOCK_50}]

set non_clock_inputs [all_inputs -no_clocks]
set_input_delay [expr $clk_period * $clk_io_pct] -clock clk0 $non_clock_inputs
set_output_delay [expr $clk_period * $clk_io_pct] -clock clk0 [all_outputs]
```
`/design/flow/design.v`:
```
`timescale 1ns/1ps
module clock_counter(
    input CLOCK_50,
	 output reg CLOCK_1 = 1'b0,
	 output reg CLOCK_2 = 1'b0	 
    );
	 localparam CLK_1 = 8'd5;
	 localparam CLK_2 = 8'd11;
	 reg [16:0]main_counter = 17'h00000; 
	 reg main_out = 1'b0;
	 reg [7:0]clk1_counter = 8'h00;
	 reg [7:0]clk2_counter = 8'h00;
	 always @(posedge CLOCK_50) begin
	     main_counter <= main_counter + 1'b1;
	     if(main_counter == 17'h1FFFF) begin
		      main_out <= 1'b1;
		  end	  
		  else begin
		      main_out <= 1'b0;
		  end
	 end
	 always @(posedge CLOCK_50) begin
	     if(main_out == 1'b1) begin
		      clk1_counter <= clk1_counter + 1'b1;
		  end
		  if(clk1_counter == (CLK_1 - 1'b1)) begin
		      CLOCK_1 <= 1'b1;
				clk1_counter <= 8'h00;
	     end
		  else begin
		      CLOCK_1 <= 1'b0;
		  end
	 end
	 always @(posedge CLOCK_50) begin
	     if(main_out == 1'b1) begin
		      clk2_counter <= clk2_counter + 1'b1;
		  end	
		  if(clk2_counter == (CLK_2 - 1'b1)) begin
		      CLOCK_2 <= 1'b1;
				clk2_counter <= 8'h00;
	     end
		  else begin
		      CLOCK_2 <= 1'b0;
		  end 
	 end
endmodule
module clock_module(input [1:0] switches, 
					input CLOCK_50,
					output reg clk1,
					output reg clk2);
	wire cc_out1;
	wire cc_out2;
	clock_counter cc(.CLOCK_50(CLOCK_50),
					.CLOCK_1(cc_out1),
					.CLOCK_2(cc_out2));
	reg [7:0] clk1_counter = 8'hFF;
	reg [7:0] clk2_counter = 8'hFF;
	always @(posedge cc_out1) 
	begin
	     clk1_counter <= clk1_counter + 1'b1;
	end
	always @(posedge cc_out2) 
	begin
	     clk2_counter <= clk2_counter + 1'b1;
	end	 
	always@(*)
	begin
		if(switches == 2'b00)
		begin
			clk1 <= clk1_counter[0];
			clk2 <= clk2_counter[1];
		end
		else if(switches == 2'b01)
		begin
			clk1 <= clk1_counter[3];
			clk2 <= clk2_counter[4];
		end
		else if(switches == 2'b10)
		begin
			clk1 <= clk1_counter[4];
			clk2 <= clk2_counter[5];
		end
		else if(switches == 2'b11)
		begin
			clk1 <= clk1_counter[6];
			clk2 <= clk2_counter[7];
		end
	end
endmodule
```
==> results_slide.txt <==
Synthesis and Place & Route Summary

Detailed routing
  • Via-to-Cell Ratio: 4.511
  • Via count: 1218
  • DRT Wirelength: roughly 2600 µm
  • Initial DRC count: ~58
  • Total iterations of the first detailed-routing run: 4
  • DRC viols: 0
  • Antenna Nets Post-Route: 0
  • WL/cell: 9.652 µm
  • Antenna diodes: 0

Yosys
  • Mapped Avg Cell Area: 11.10 µm²
  • EDFF count, synth: 0
  • Synth warn: 2
  • Unique cell type count in the Yosys netlist: 30
  • Gate Count Post-Synth: between 150 and 200
  • Cell area leaders: dfxtp_1 (51%), xnor2_1 (9.1%), xor2_1 (6.5%)
  • Synth area leader: dfxtp_1
  • Synth Cell Area: 2019 µm²
  • Ys flop type: dfxtp_1
  • Ys cells: 182
  • Area leader share: between 50% and 60%
  • Synth flops: 53
  • Ys async rst share: 0%
  • Yosys Chip Area: 2019 µm²

Die
  • Init Core Util: 31.44%
  • Row Count: 29
  • Chip Footprint: 7064 µm²
  • Die W: about 84 µm
  • Vertical die size: 84.05 µm
  • Core Area: 6422 µm²
  • # IOs: 5

Critical path
  • Worst Setup Start Kind: input port
  • Setup Crit Path Kind: in2out
  • CP endpoint kind: output port
  • WP data required: 2000 ps
  • Max incr delay on CP: 490 ps
  • Crit path max-delay cell type: mux4_2
  • CP arrival: ~1900 ps
  • CP cell instances: dlygate4sd2_1, mux4_2, dlxtn_1, clkdlybuf4s50_1
  • CP Max Fanout: 2

Clocking
  • Hold Buf Count CTS: 0
  • Clock Tree Buf Depth: 2
  • H-tree depth: 2
  • Post-CTS sizing: 2
  • CTS tree: yes
  • Total CTS buffers: 5
  • CTS root buffer: clkbuf_8
  • Setup bufs post-CTS: 0
  • Clk latency late pin: slightly below 300 ps
  • Clock slew at reported path FFs: roughly 70 ps

Placement
  • Hpwl dp: 1820 µm
  • Placed cell count: 263
  • IO buf count: 4
  • Gpl congestion: 0.7766

Finish
  • Area grow syn2layout: 9.975%
  • Layout cell share with drive strength beyond 1: between 7 and 8%
  • Most frequent logic cell in the layout: dfxtp_1
  • Top Layout Cells: dfxtp_1 (51), xnor2_1 (21), xor2_1 (15)
  • Final non-filler cell total: 270

GRT
  • Vias in the first global route: ~1100
  • Grt total ovfl: 0
  • Gr usage total: 8.322%
  • First-pass GRT wire length: 4788 µm
  • Global-route track usage on met1: 12.27%
  • M2 GR Usage: 12.44%
  • Initial antenna violation count: 0
  • M3 GR Usage: 2.912%
  • Largest net degree at the start of global routing: 13
  • Global routing's busiest layer: met2

Power
  • Int Pwr: 0.0007663 W
  • Leakage: 0.8744 nW
  • Reg power frac: around three fifths
  • Switching power: 0.0001947 W
  • VDD IR max: 360.1 µV
  • Switching Share: 20.26%
  • Total Power: 0.0009610 W
  • Clock power frac: between 30 and 40%
  • Combinational group share of total power: 0.5%
  • Pwr/cell area: 432.7 nW/µm²

Timing
  • Register pins left without a clock: 17
  • Unrepaired setup endpoints after global routing: no
  • Setup Skew: around 7.2 ps
  • FMAX: 424.6 MHz
  • Endpoints failing setup: 0
  • Endpoints left unconstrained: 17
  • Final-report hold violation count: 0
  • Fin crit share: 94.21%
  • Fin. max-slew vios: 0
  • Minimum clock period: around 2400 ps
  • Final setup TNS: 0 ps

Run
  • Max_cap viols: 0
  • Log Warnings: 27

Outcome
  • Status: finished, final reports clean

Hold path
  • Worst hold path class: reg2reg
-- power by group through the flow --
stage / Clock, W / Combinational [W] / Sequential (W)
after global routing: 0.000433 / 0.00000500 / 0.000574
final: 0.000382 / 0.00000439 / 0.000574
after CTS: 0.000399 / 0.00000451 / 0.000574
-- cell families (layout without fill, tap and decap cells) --
logic type                 after synthesis  after routing  share of synthesized area (%)
other                                    1              2                         0.1857
adders and majority gates                8              8                          4.957
and+or+nand+nor                         66             66                          20.14
latches                                  2              2                          1.487
AOI/OAI and AO/OA                        5              5                          1.673
buffers and inverters                    9             19                          2.168
xor gates and xnor gates                36             36                          15.61
muxes                                    4              4                          3.222
DFF                                     51             51                          50.56
-- worst max-delay path: cells and delay by family --
family	cells	cell delay (ps)
latches	1	240
buffers and inverters	2	630
multiplexers	1	490
-- worst paths after layout --
kind / from / to / slack, ps / cells past startpoint
min reg2reg: cc.main_counter[0] / cc.main_counter[0] / 400 / 1
max reg2reg: cc.clk2_counter[0] / cc.clk2_counter[1] / 920 / 5
min: cc.main_counter[0] / cc.main_counter[0] / 400 / 1
max: switches[1] / clk2 / 140 / 4
-- layer usage --
layer  vias up  routed length [µm]
li1        650                   -
met1       554                1351
met2        10                1112
met3         4                 104
met4         0                  38
met5         -                   0
-- layout make-up --
| cell class | count | area (µm²) |
|---|---|---|
| Timing Repair Buffer | 4 | 37.54 |
| Sequential cell | 53 | 1051 |
| Fill cell | 642 | 4202 |
| Multi-Input combinational cell | 121 | 928.4 |
| Clock inverter | 1 | 5.005 |
| Tap cell | 77 | 96.34 |
| Clock buffer | 6 | 72.57 |
| Inverter | 8 | 30.03 |
-- metrics by stage --
step / cell area [µm²] / hold slack (ps) / utilization, % / setup WS (ps)
after floorplan: 2023 / 370.3 / - / 824.9
after global placement: 2146 / 380.5 / 33.41 / -140.1
after detailed placement: 2146 / 384.6 / 33.41 / -131.6
after CTS: 2221 / 401.3 / 34.58 / 132.2
after global routing: 2221 / 417.7 / 34.58 / 65.92
final: 2221 / 397.8 / 34.58 / 144.8
-- synthesized netlist by cell type, types with 2 or more instances --
master,count
xnor2_1,21
nor3_1,4
dlxtn_1,2
nor4_1,5
ha_1,8
inv_1,8
nor2_1,8
nand4_1,9
mux2i_1,2
nand3_1,12
mux4_2,2
o21ai_0,2
nand2_1,10
and3_1,8
dfxtp_1,51
and4_1,2
xor2_1,15
-- flip-flops by register name (all words and copies together) (netlist names) --
name	cells
cc.main_out	1
cc.clk1_counter	8
cc.CLOCK_1	1
clk1	1
clk2	1
cc.main_counter	17
clk1_counter	7
cc.clk2_counter	8
clk2_counter	8
cc.CLOCK_2	1
Power figures rest on the tool's default switching activity, not on a simulated workload.
